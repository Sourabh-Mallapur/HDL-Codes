===== design/flow/design.v =====
`timescale 1ns/1ps
module lfsr(input wire clk, reset,
            input wire [4:0] rounds,
            output reg [21:0] bitstream
            );
reg r1, r2, r3, r4;
wire y1, y2, y3, y4;
reg [3:0] seed;
wire y5;
reg [4:0] counter;
always @(posedge clk)   begin
    if (reset)  begin
        seed = 4'b1110;
        r1 <= seed[3];
        r2 <= seed[2];
        r3 <= seed[1];
        r4 <= seed[0];
        counter <= rounds;
        bitstream <= 0;
    end
    if (~counter) begin
        r1 <= y5;
        r2 <= y1;
        r3 <= y2;
        r4 <= y3;
        counter = counter - 1'b1;
    bitstream = {bitstream[21:1],r4};
    bitstream = bitstream << 1;
    end
end
assign y1 = r1;
assign y2 = r2;
assign y3 = r3;
assign y4 = r4;
assign y5 = r1 ^ r2 ^ r4;
endmodule

===== design/flow/run.sh =====
#!/bin/bash
# OpenROAD 26Q1-2900-gdf79404cd8, Yosys 0.63+post, stock flow scripts
make -C /OpenROAD-flow-scripts/flow DESIGN_CONFIG=/design/flow/config.mk WORK_HOME=/design/flow/orfs finish

===== design/flow/config.mk =====
export PLATFORM = sky130hd
export DESIGN_NAME = lfsr
export DESIGN_NICKNAME = lfsr
export VERILOG_FILES = /design/flow/design.v
export SDC_FILE = /design/flow/constraint.sdc
export NUM_CORES = 4
export LEC_CHECK = 1
export CORE_AREA = 10 10 89 89
export DIE_AREA = 0 0 99 99

===== design/flow/constraint.sdc =====
current_design lfsr

set clk_period 3.4
set clk_io_pct 0.2

create_clock -name clk0 -period $clk_period [get_ports {clk}]

set non_clock_inputs [all_inputs -no_clocks]
set_input_delay [expr $clk_period * $clk_io_pct] -clock clk0 $non_clock_inputs
set_output_delay [expr $clk_period * $clk_io_pct] -clock clk0 [all_outputs]

==> impl_metrics.yaml <==
# implementation run metrics
clock_tree:
  htree_levels: 2
  path_clk_slew_ns: 0.06
  cts_max_path_buffers: 2
  cts_tree: "done"
  worstSkewPairLatency_ns: 0.27
  clockRootBuffer: "clkbuf_8"
  cts_inserted_buffers: 5
  cts-hold-fix-buffers: 0
  cts_setup_buffers: 0
  clock-sinks: 30
  cts.repair.resized: 0
synthesis:
  ys_cells: 49
  topCellsByArea: "edfxtp_1 (85%), xor2_1 (2.5%), ha_1 (2.4%), xnor3_1 (2.1%), nand4_4 (2.0%)"
  yosys-stat-area_sq_um: 1060
  ys_async_sr_fraction_pct: 0
  synth_area_sq_um: 1060
  synthFlopType: "edfxtp_1"
  synth_flops: 30
  largest_area_cell: "edfxtp_1"
  synth_seq_share_pct: 84.7
  yosysMostFrequentCell: "edfxtp_1"
  ys_top_cells_by_count: "edfxtp_1 (30), inv_1 (3), xor2_1 (3), ha_1 (2), or2b_1 (2)"
  synth-edff-count: 30
  ys.warnings.count: 1
  top_area_share_pct: 84.7
  synth_cells: 49
  ys_types: 14
  avgSynthCellArea_sq_um: 21.7
global_route:
  overflow: 0
  globalRouteTotalUtil_pct: 3.13
  antenna_found_initial: 0
  grt_max_degree: 32
  grt_pass1_wl_microns: 2500
  grt_pass1_vias: 523
cells_and_area:
  n_fill_cell: 602
  final_area_sq_um: 1470
  syn2layout_area_growth_pct: 38.5
  drive_gt1_share_pct: 10.4
  final_util_pct: 24.6
worst_setup_path:
  cp_max_fo: 2
  max_stage_delay_ns: 0.47
  worst-path-stages: 1
  cp_top_family: "buffers and inverters"
  worst_ep_arrival_time_ns: 1.09
  reg2reg_depth: 3
  path_class: "register to output port"
  crit_buf_inv: 1
  cp-end-kind: "output port"
  cp.required_ns: 2.72
  cp-start-kind: "register"
  crit_chain: "clkdlybuf4s50_1"
  crit_slowest_cell: "clkdlybuf4s50_1"
power_and_ir_drop:
  powerDensity_nw_per_um2: 498
  max-vdd-ir-drop_uv: 221
  leakagePower_nw: 0.523
route:
  wire_per_inst_microns: 10.4
  viasPerCell: 3.24
  vias: 492
  antenna_cells: 0
  drt_iter0_drc: 24
  firstDrtPassIters: 3
  ant_nets: 0
  drc: 0
  wl_microns: 1580
place:
  hpwlAfterDp_microns: 1130
  portBuffers: 22
  post-place-ws_ns: 1.62
  placedInstanceArea_sq_um: 1370
  gp_congestion: 0.730
sta:
  fmax_mhz: 564
  worst_slew_pin_slew_ns: 0.507
  rsz0062_at_grt: "false"
  finalCritPeriodShare_pct: 52.2
  slew_headroom_pct: 66.1
  slew_viol_final: 0
  hold_ws_ns: 0.450
  finalClockSkew_ns: 0.00294
  setup_viol: 0
  fin_setup_tns_ns: 0
  layout_setup_ws_ns: 1.63
  fin_crit_ns: 1.77
  hold_viol_final: 0
flow_run:
  tool_warnings: 31
  cap_viol_max_count: 0
floorplan:
  fp_util_pct: 17.8
  die_h_microns: 99
  die_w_microns: 99
  coreArea_sq_um: 5990
  dieArea_sq_um: 9800
  rows: 28
  io-pin-count: 29
status:
  status: "finished clean"
hold_path:
  holdPathStages: 0
  hp-class: "register to register"
==> cells in the final DEF (no fill, tap or decap), types with 2 or more instances in the layout <==
cell,n
clkdlybuf4s50_1,22
edfxtp_1,30
or2b_1,2
ha_1,2
inv_1,3
clkbuf_8,5
xor2_1,3
==> logic make-up (layout without fill, tap and decap cells) <==
group | Yosys count | count (layout) | synth area share, %
xor+xnor | 4 | 4 | 4.59
simple gates | 8 | 8 | 6.23
fa+ha+maj | 2 | 2 | 2.35
flops | 30 | 30 | 84.7
buf+inv | 4 | 32 | 1.76
other cells | 1 | 1 | 0.353
==> worst paths after layout <==
path / endpoint / slack [ns] / startpoint
hold reg to reg: bitstream[3] / 0.45 / bitstream[2]
hold / removal: bitstream[3] / 0.45 / bitstream[2]
setup reg to reg: r3 / 1.66 / counter[0]
setup / recovery: bitstream[10] / 1.63 / bitstream[10]
==> power by group <==
part | switching, mW | internal, mW
logic | 0.00129 | 0.00264
clock network | 0.115 | 0.211
registers | 0.000617 | 0.403
total | 0.117 | 0.617
==> flip-flops by register name, indices dropped and copies added, names as in the netlist <==
| name | count |
|---|---|
| counter | 5 |
| r3 | 1 |
| r1 | 1 |
| r2 | 1 |
| r4 | 1 |
| bitstream | 21 |
==> through the flow <==
step	cells	power, mW
2_1_floorplan	49	0.414
3_3_place_gp	145	0.415
3_5_place_dp	145	0.415
4_1_cts	152	0.743
5_1_grt	152	0.767
6_report	152	0.734
==> cell type report <==
class | count | area (sq um) | area share (%)
multi-input cells | 15 | 144 | 9.77
flip-flops and latches | 30 | 901 | 61.2
clock inverters | 2 | 33.8 | 2.29
repair buffers | 22 | 220 | 15.0
clock buffers | 5 | 68.8 | 4.67
inverters | 3 | 11.3 | 0.765
well taps | 75 | 93.8 | 6.37
==> routing by layer <==
| metal | wire [microns] | vias up | global-route usage, % |
|---|---|---|---|
| li1 | - | 231 | - |
| met1 | 703 | 236 | 3.44 |
| met2 | 644 | 25 | 4.46 |
| met3 | 229 | 0 | 2.89 |
| met4 | 0 | 0 | 0.551 |
| met5 | 0 | - | 0 |
Power and IR drop assume default switching activity.
